## flow/config.mk

```make
export PLATFORM = sky130hd
export DESIGN_NAME = inputEncoder
export DESIGN_NICKNAME = inputEncoder
export VERILOG_FILES = /design/flow/design.v
export SDC_FILE = /design/flow/constraint.sdc
export NUM_CORES = 4
export LEC_CHECK = 1
export CORE_UTILIZATION = 50
```

## flow/constraint.sdc

```tcl
current_design inputEncoder

set clk_period 17.9
set clk_io_pct 0.2

create_clock -name clk0 -period $clk_period [get_ports {clk}]

set non_clock_inputs [all_inputs -no_clocks]
set_input_delay [expr $clk_period * $clk_io_pct] -clock clk0 $non_clock_inputs
set_output_delay [expr $clk_period * $clk_io_pct] -clock clk0 [all_outputs]
```

## flow/design.v

```verilog
`timescale 1ns / 1ps
localparam n = 13;
module inputEncoder(
    input wire [n - 1:0] sw,
    input clk,
    input reset,
    output wire [n-1:0] led,
    output reg [3:0] an,
    output reg [6:0] seg
);
    reg [26:0] counter;
    reg [26:0] maxCounter = 27'b101111101011110000100000000;
    assign led = sw;
    reg [19:0] LEDRefresh;
    wire [1:0] currentDigit;
    assign currentDigit = LEDRefresh[19:18];
    initial begin
        an = 4'b0;
        seg = 7'b0;
        counter = 0;
        LEDRefresh = 0;
    end
    always @(posedge clk or posedge reset)
        begin
            if(reset == 1)
                begin
                    counter = 0;
                    LEDRefresh = 0;
                end
            else
                begin
                    LEDRefresh <= LEDRefresh + 1;
                    if(counter == maxCounter)
                        counter <= 27'b0;
                    else
                        counter <= counter + 1;
                end
        end
    integer inputNumber = 0;
    integer i;
    integer digit1;
    integer digit2;
    integer digit3;
    integer digit4;
    always @(*)
        begin
            inputNumber = 0;
            for(i = 0;i < n; i = i + 1) begin
                if(sw[i] == 1)
                    inputNumber = inputNumber + 2**i;
            end
            digit4 = inputNumber % 10;
            inputNumber = inputNumber / 10;
            digit3 = inputNumber % 10;
            inputNumber = inputNumber / 10;
            digit2 = inputNumber % 10;
            inputNumber = inputNumber / 10;
            digit1 = inputNumber % 10;
            case(currentDigit)
                2'b00:
                    begin
                        an = 4'b1110;
                        seg = getSegments(digit4);
                    end
                2'b01:
                    begin
                        an = 4'b1101;
                        seg = getSegments(digit3);
                    end
                2'b10:
                    begin
                        an = 4'b1011;
                        seg = getSegments(digit2);
                    end
                2'b11:
                    begin
                        an = 4'b0111;
                        seg = getSegments(digit1);
                    end
                default: begin
                    an = 4'b1111;
                    seg = 7'b0111111;
                end
            endcase
        end
    function [6:0] getSegments(input integer digit);
        case(digit)
            0: getSegments =  7'b0000001;
            1: getSegments =  7'b1001111;
            2: getSegments =  7'b0010010;
            3: getSegments =  7'b0000110;
            4: getSegments =  7'b1001100;
            5: getSegments =  7'b0100100;
            6: getSegments =  7'b0100000;
            7: getSegments =  7'b0001111;
            8: getSegments =  7'b0000000;
            9: getSegments =  7'b0000100;
            default: getSegments =  7'b0000000;
        endcase
    endfunction
endmodule
```

## flow/run.sh

```bash
#!/bin/bash
# OpenROAD 26Q1-2900-gdf79404cd8, Yosys 0.63+post, stock flow scripts
make -C /OpenROAD-flow-scripts/flow DESIGN_CONFIG=/design/flow/config.mk WORK_HOME=/design/flow/orfs finish
```

==> notes.md <==
Synthesis and place-and-route results.

- Looking at the power breakdown, the clock network takes 3.5% of the total.
- The repair_antennas step left the layout with diodes totalling 0.
- The first element of the critical path is sw[9].
- The via count of the first global-routing pass is 7934.
- In this run, post-CTS hold repair placed 0 buffers.
- The script parses the final routing iteration and logs DRC violations as 0.
- The xor and xnor fraction of the mapped netlist area is 5.34%.
- The routed design shows a wire length per standard cell of 16.5 um.
- The number of warnings in the stage logs is 48.
- Among the non-sequential cells, AND-OR/OR-AND gates take the most area.
- Per the timing report, the achievable frequency comes out to 58.3 MHz.
- The final timing report counts setup violations totalling 0.
- After floorplanning, the core was sized to cover 15300 um^2.
- The post-route netlist has 19.5% of its cells at a drive strength greater than 1.
- The flow reported a cell area power density of 149 nW/um^2.
- The setup clock skew after layout is 0.000957 ns.
- The worst pin sits at a relative slew slack of 36.2%.
- In the final timing run, aggregate negative setup slack is 0 ns.
- The count of flip-flops with a built-in enable after synthesis is 0.
- The run finished with clean final reports.
- The required time at the worst endpoint is listed as 14.32 ns.
- The cell taking the most area after synthesis is ha_1.
- The multi-input combinational cells in the finished layout cover a total of 7070 um^2.
- The initial antenna violation count came to 0.
- The fraction of power spent switching nets is 55.4%.
- Per STA, the highest per-stage delay on the worst path measures 0.59 ns.
- The wire length of the first global-routing pass is 39.4 mm.
- The maximum VDD drop is 80.8 uV.
- The final max-slew violation count is 0.
- The via density per instance is 6.21.
- The CTS report gives the tree buffer count as 3.
- The post-synthesis sequential element count is 20.
- In this run, the number of DRC markers left after iteration 0 of detailed routing was 606.
- The register containing the most flip-flops in the final layout is LEDRefresh.
- The post-synthesis mux area share is 4.71%.
- The setup slack of the most critical reg-to-reg path is 16.06 ns.
- The final critical-path share of the clock period is 95.8%.
- RePlAce ended its routability-driven mode at a weighted congestion of 0.991.
- The internal power contribution is 616 uW.
- The commonest cells after synthesis are nor2_1 (110), nand2_1 (95), a21oi_1 (79).
- Summed over all routing layers, the global router reports a total usage of 29.5%.
- The via count of the routed design is 8856.
- Looking at the max-slew report, the worst-margin pin has a slew of 0.946 ns.
- The worst setup path is captured at a primary output.
- The register share after synthesis is 6.38%.
- The overall routed net length is 23.5 mm.
- The layout report lists the combined flip-flop and latch area as 500 um^2.
- The number of maximum-capacitance violations recorded for the run is 0.
- At the placement stage, the worst setup path has a slack of -0.385 ns.
- Per the synthesis report, the single largest cell type by area occupies 6.54% of cell area.
- For reference, compound AND-OR and OR-AND cells occupy 39.0% of the area reported after synthesis.
- In this run, the synthesized area fraction spent on adder and majority cells is recorded as 7.43%.
- The report lists the number of standard-cell rows as 45.
- Before antenna repair, the detailed router went through 5 iterations.
- The worst-path cell with the longest stage delay is or4_4.
- According to the floorplan report, the total die area is 16200 um^2.
- The terminus of the critical flop-to-flop path is LEDRefresh[19].
- The die span in y is 127 um.
- The master cell of the clock root buffer is clkbuf_16.
- The count of distinct cell types in the synthesized netlist is 122.
- The number of levels in the clock H-tree is 1.
- The synthesized netlist cell count is 1142.
- The mean post-synth cell area is 6.87 um^2.
- The total instance count after detailed placement is 1396.
- The maximum number of pins on one net before global-route repair is 23.
- The post-route utilization of the core is recorded as 60.7%.
- The smallest clock period supported by the final layout is computed as 17.16 ns.
- Sorting the synthesized cells by area gives the leading types as ha_1 (6.5%), dfrtp_1 (6.4%), nor2_1 (5.3%), a21oi_1 (5.0%), nand2_1 (4.5%).
- The finished layout holds 1425 standard cells, fillers aside.
- The die is 127 um wide.
- Recorded from the global router log, the overflow total was 0.
- The cell repeated most along the worst path is o21ai_1.
- The worst-case setup margin in the final layout is 0.745 ns.
- The synthesized netlist was found by Yosys to have 1142 cells.
- The startpoint of the worst-slack reg-to-reg timing path is LEDRefresh[2].
- In the post-synthesis netlist, the cell with the most instances is nor2_1.
- The count of nets left with antenna violations once routing finished came out at 0.
- The flow measured a signed area growth from synthesis to layout of 18.0%.
- The clock-pin slew reported for the worst setup and hold paths after clock tree synthesis is 0.05 ns.
- Per the synth stats, the proportion of register bits with asynchronous set or reset is 100%.
- STA shows the worst reg2reg path with a cell count of 6.
- The end of the critical path is seg[0].
- The net switching power of the design is 764 uW.
- The mapped cell area is 7840 um^2.
- The insertion delay at the late pin of the worst-skew pair is 0.25 ns.
- The TritonCTS clock tree is done.
- The largest registers in the layout are LEDRefresh x20.
- Fill cells in the final layout number 1416.
- The standby leakage power is 0.00368 uW.
- The number of hold violations in the final report is 0.
- TritonCTS reports the number of clock sinks as 20.
- The total of warnings raised by yosys is 1.
- The initial utilization of the core area, before any placement, comes to 51.4%.
- The simple logic cell fraction of the synthesized area is 30.1%.
- Once detailed placement completed, the half-perimeter wirelength came to 18.7 mm.
- The worst setup path is launched from a primary input.
- CTS reports a maximum clock tree buffer depth of 2.
- The logic gate share of total power is 93.2%.
- Sequential cells burn 3.3% of the power.
- The most used flip-flop cell is dfrtp_1.
- The worst path arrival time is 13.58 ns.
- The register with the most flip-flops in the layout has 20 of them.
- The peak fanout along the critical path is 12.
- The count of pins on the block boundary is 39.
- The critical path start-end classification is primary input to primary output.
- The type recorded for the worst min-delay path is flop to flop.
- The port buffer count is 38.
- The synthesized netlist has a Yosys-reported chip area of 7840 um^2.
area by class of cell:
type	instances	area share, %
multi-input cells	1003	76.4
inverters	51	2.20
clock buffers	4	0.960
flip-flops and latches	20	5.41
repair buffers	136	12.2
well taps	211	2.85
metal layers:
layer / wire, um / GRT usage (%) / vias to the layer above / share of wire (%)
li1: - / - / 4492 / -
met1: 11600 / 44.3 / 4075 / 49
met2: 10500 / 47.6 / 246 / 45
met3: 921 / 1.54 / 43 / 3.9
met4: 513 / 5.39 / 0 / 2.2
met5: 0 / 0 / - / 0
power groups by stage:
stage / clock network [uW] / registers (uW) / logic (uW)
after CTS: 50.0 / 45.2 / 1190
after global routing: 51.3 / 45.2 / 1420
final: 48.7 / 45.3 / 1290
worst max-delay path, delay by kind of cell:
| kind | cells | cell delay (ns) |
|---|---|---|
| xor gates and xnor gates | 1 | 0.14 |
| AOI/OAI and AO/OA | 19 | 3.78 |
| and+or+nand+nor | 15 | 3.06 |
| buffers and inverters | 7 | 1.51 |
| adders and majority gates | 3 | 0.60 |
| muxes | 3 | 0.89 |
repair_timing:
action	in CTS	in global routing
gates resized	10	68
buffers inserted	3	22
pin swaps	5	31
endpoints found under the setup margin	7	7
worst min path at each step:
stage	slack, ns	endpoint	from	cells after the start
finish	0.46	LEDRefresh[17]	LEDRefresh[17]	1
CTS	0.47	LEDRefresh[17]	LEDRefresh[17]	1
global route	0.47	LEDRefresh[17]	LEDRefresh[17]	1
kinds of logic (layout without fill, tap and decap cells):
| family | Yosys count | in the layout |
|---|---|---|
| AND/OR/NAND/NOR | 450 | 450 |
| AND-OR/OR-AND | 424 | 424 |
| buffers and inverters | 119 | 191 |
| adder cells (fa/ha/maj) | 48 | 48 |
| XOR/XNOR | 47 | 47 |
| multiplexers | 34 | 34 |
| flip-flops | 20 | 20 |
per-stage QoR:
stage          power (uW)  hold WS, ns  area [um^2]
3_3_place_gp         1220        0.454         8680
6_report             1380        0.462         9260
3_5_place_dp         1210        0.457         8680
4_1_cts              1290        0.467         8840
5_1_grt              1520        0.472         9260
2_1_floorplan         927        0.438         7840
cells in the final DEF (no fill, tap or decap), types with 6 or more instances in the layout:
master / Yosys / routed
o21ai_1: 12 / 21
or2_2: 15 / 15
nand2b_1: 16 / 15
a21oi_1: 79 / 76
o31ai_1: 14 / 14
o211ai_1: 25 / 25
o21ai_0: 71 / 61
inv_1: 42 / 40
o21a_1: 12 / 12
nor2b_1: 13 / 12
inv_2: 6 / 6
a211oi_2: 4 / 6
nand4_1: 14 / 14
xnor2_1: 37 / 34
nor4_1: 11 / 10
a211o_1: 6 / 6
and3_1: 13 / 12
buf_4: 19 / 97
mux2_2: 10 / 10
maj3_1: 7 / 7
a211oi_1: 25 / 21
o2111ai_1: 6 / 6
and2_1: 18 / 15
or3_1: 7 / 7
nor3_1: 40 / 38
nor2_1: 110 / 107
dfrtp_1: 20 / 20
o22ai_1: 15 / 15
ha_1: 41 / 37
a21boi_0: 8 / 8
a31oi_1: 21 / 21
o32a_1: 6 / 6
a21o_1: 17 / 17
nand2_1: 95 / 94
nand3_1: 46 / 44
mux2i_1: 19 / 19
clkdlybuf4s50_1: 0 / 35
xor2_1: 9 / 8
Power figures rest on the tool's default switching activity, not on a simulated workload.
