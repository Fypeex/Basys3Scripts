## ./run.sh

```bash
#!/bin/bash
# OpenROAD 26Q1-2900-gdf79404cd8, Yosys 0.63+post, stock flow scripts
make -C /OpenROAD-flow-scripts/flow DESIGN_CONFIG=/design/flow/config.mk WORK_HOME=/design/flow/orfs finish
```

## ./config.mk

```make
export PLATFORM = sky130hd
export DESIGN_NAME = fourBitSevenSegmentAdder
export DESIGN_NICKNAME = fourBitSevenSegmentAdder
export VERILOG_FILES = /design/flow/design.v
export SDC_FILE = /design/flow/constraint.sdc
export NUM_CORES = 4
export LEC_CHECK = 1
export CORE_AREA = 10 10 80 80
export DIE_AREA = 0 0 90 90
```

## ./constraint.sdc

```tcl
current_design fourBitSevenSegmentAdder

set clk_period 3.7
set clk_io_pct 0.2

create_clock -name clk0 -period $clk_period [get_ports {clk}]

set non_clock_inputs [all_inputs -no_clocks]
set_input_delay [expr $clk_period * $clk_io_pct] -clock clk0 $non_clock_inputs
set_output_delay [expr $clk_period * $clk_io_pct] -clock clk0 [all_outputs]
```

## ./design.v

```verilog
`timescale 1ns / 1ps
module fourBitAdder(
    input [3:0] A,   
    input [3:0] B,   
    input Cin,       
    output [3:0] Y,  
    output C         
);
    wire n1;
    twoBitAdder tba1 (
        .A(A[1:0]),
        .B(B[1:0]),
        .Cin(Cin),
        .Y(Y[1:0]),
        .C(n1)
    );
    twoBitAdder tba2 (
        .A(A[3:2]),
        .B(B[3:2]),
        .Cin(n1),
        .Y(Y[3:2]),
        .C(C)
    );
endmodule
`timescale 1ns / 1ps
module oneBitAdder(
    input A,     
    input B,     
    input Cin,   
    output Y,    
    output C     
);
    wire n0;
    wire n1;
    wire n2;
    xor(n0, A , B);
    xor (Y, n0, Cin);
    and (n1, n0, Cin);
    and (n2, A, B);
    or (C, n1, n2);
endmodule
`timescale 1ns / 1ps
module twoBitAdder(
    input [1:0] A,   
    input [1:0] B,   
    input Cin,       
    output [1:0] Y,  
    output C         
);
    wire n1;
    oneBitAdder oba1(.A(A[0]), .B(B[0]), .Y(Y[0]), .C(n1), .Cin(Cin));
    oneBitAdder oba2(.A(A[1]), .B(B[1]), .Y(Y[1]), .C(C), .Cin(n1));
endmodule
`timescale 1ns / 1ps
module twoFourDecoder (
    input A,
    input B,
    output [3:0] Y
);
 wire n0, n1;
 not(n0, A);
 not(n1, B);
 and(Y[0], n0, n1);
 and(Y[1], n0, B);
 and(Y[2], A, n1);
 and(Y[3], A, B);
endmodule
`timescale 1ns / 1ps
module mux(
    input [3:0] A,  
    input [1:0] S,  
    output Y
);
    wire [1:0] n0;
    twoOneMux m1 (.A(A[3:2]), .S(S[0]), .Y(n0[1]));
    twoOneMux m2 (.A(A[1:0]), .S(S[0]), .Y(n0[0]));
    twoOneMux m3 (.A(n0), .S(S[1]), .Y(Y));
endmodule
`timescale 1ns / 1ps
module twoOneMux(
    input [1:0] A,
    input S,
    output Y
);
    wire n0;
    wire n1;
    wire n2;
    not(n0, S);
    and(n1, A[1], S);
    and(n2, A[0], n0);
    or(Y, n1, n2);
endmodule
`timescale 1ns / 1ps
module fourBitSevenSegmentAdder (
    input [3:0] A,
    input [3:0] B,
    input clk,
    output C,
    output [3:0] nib1,
    output [3:0] nib2,
    output [6:0] seg,
    output [3:0] an
);
wire [3:0] n1;
reg [19:0] counter;
wire [1:0] digit;
wire n2;
wire n3;
assign C = ~n2;
assign digit = counter[19:18];
assign nib1 = A;
assign nib2 = B;
always @(posedge clk)
    counter <= counter + 1;
fourBitAdder fba (.A(A), .B(B), .Y(n1), .C(n2), .Cin(1'b0));
twoFourDecoder dtad (.A(digit[1]), .B(digit[0]), .Y(an));
mux m (.A(n1), .S(digit), .Y(n3));
lookupTable lt (.A(n3), .Y(seg));
endmodule
`timescale 1ns / 1ps
module lookupTable(
    input A,
    output [6:0] Y
);
assign Y[6] = A;
assign Y[5:4] = 0;
assign Y[3] = A;
assign Y[2] = A;
assign Y[1] = A;
assign Y[0] = 1;
endmodule
```

==> impl_metrics.env <==
# physical design summary
export IMPL_area_leaders="dfxtp_1 (39%), buf_4 (11%), xnor2_1 (7.6%)"
export IMPL_largest_reg_flops=20
export IMPL_path_max_fanout=4
export IMPL_synth_main_ff_cell="dfxtp_1"
export IMPL_drc=0
export IMPL_grt_usage_pct=4.22
export IMPL_root_buffer="clkbuf_8"
export IMPL_synth_edff_count=0
export IMPL_placed_area_mm2=0.00126
export IMPL_fp_util_pct=21.8
export IMPL_critPathRequiredTime_ns=2.96
export IMPL_wl_um=1640
export IMPL_finalMaxSlewViolations=0
export IMPL_largest_register="counter"
export IMPL_tritoncts="done"
export IMPL_n_antenna_cell=0
export IMPL_powerDensity_mw_per_mm2=316
export IMPL_grtUsageMet2_pct=6.17
export IMPL_use_met3_pct=1.76
export IMPL_first_pass_iters=3
export IMPL_slowest_delay_ns=0.50
export IMPL_start_kind="primary input"
export IMPL_final_setup_viol_count=0
export IMPL_grt_max_degree=12
export IMPL_drtIter0Drc=18
export IMPL_layout_cells_non_filler=183
export IMPL_critical_path_top_delay_family="adder cells"
export IMPL_postRouteAntennaNets=0
export IMPL_vias=615
export IMPL_cts_htree_levels=1
export IMPL_grt_overflow=0
export IMPL_timing_hold_violations_final=0
export IMPL_gp_congestion=0.743
export IMPL_clock_sinks=20
export IMPL_dp_final_hpwl_um=1360
export IMPL_arrival_ns=2.85
export IMPL_cts_hold_buffers_added=0
export IMPL_rsz0062_at_grt="no"
export IMPL_min_period_over_period_pct=97.1
export IMPL_chipHeight_um=90
export IMPL_syn_to_final_growth_pct=25.5
export IMPL_async_flop_share_pct=0
export IMPL_reg_largest_list="counter: 20 flops"
export IMPL_fmax_mhz=278
export IMPL_ys_cells=101
export IMPL_warning_count=25
export IMPL_total_power_mw=0.409
export IMPL_grt_busiest_layer="met2"
export IMPL_syn_inst=101
export IMPL_fin_crit_ns=3.59
export IMPL_grt_pass1_wl_um=2950
export IMPL_vdd_drop_max_uv=183
export IMPL_fin_hold_ws_ns=0.426
export IMPL_crit_chain="dlygate4sd2_1, ha_2, inv_2, fa_2, inv_2, fa_2, fa_1, mux4_2, buf_2"
export IMPL_cts_setup_buffers=0
export IMPL_ys_chip_area_mm2=0.00103
export IMPL_finClkSkew_ns=0.000664
export IMPL_crit_path_top_delay_cell="mux4_2"
export IMPL_ys_ff=20
export IMPL_hp_class="flop to flop"
export IMPL_met1_usage_pct=6.03
export IMPL_avgSynthCellArea_um2=10.2
export IMPL_drive_gt1_share_pct=19.8
export IMPL_fill_cells=495
export IMPL_synth_largest_type_area_fraction_pct=38.8
export IMPL_chipArea_mm2=0.00810
export IMPL_numCtsBuffers=3
export IMPL_antenna_found_initial=0
export IMPL_synth_area_leader_cell="dfxtp_1"
export IMPL_netlist_area_mm2=0.00103
export IMPL_worstSetupPathType="primary input to output pin"
export IMPL_seq_area_frac_synth_pct=38.8
export IMPL_yosys_cell_types_count=24
export IMPL_fp_dieW_um=90
export IMPL_outcome="finished, final reports clean"
export IMPL_pin_count=29
export IMPL_grt_pass1_vias=636
export IMPL_clk_pin_slew_worst_paths_ns=0.07
export IMPL_io_buffers=25
export IMPL_worst_path_buf_inv=4
export IMPL_maxCapViolCount=0
export IMPL_stdcell_area_mm2=0.00129
export IMPL_clk_latency_ns=0.25
export IMPL_leakagePower_nw=0.528
export IMPL_wl_per_cell_um=8.96
export IMPL_ys_warn_count=1
export IMPL_routed_via_density=3.36
export IMPL_num_rows=25
export IMPL_cts_buffer_depth=2
export IMPL_place_inst=179
export IMPL_endpoint_kind="output pin"
export IMPL_core_area_mm2=0.00472
-- final timing paths --
| kind | startpoint | depth (start not counted) | endpoint | slack, ns |
|---|---|---|---|---|
| worst max-delay path | A[0] | 9 | seg[2] | 0.11 |
| worst min-delay path | counter[0] | 1 | counter[0] | 0.43 |
| worst max register to register | counter[0] | 5 | counter[16] | 2.26 |
| worst min register to register | counter[0] | 1 | counter[0] | 0.43 |
-- cells in the final DEF (no fill, tap or decap) --
| master | count |
|---|---|
| dfxtp_1 | 20 |
| clkdlybuf4s50_1 | 17 |
| xnor2_1 | 9 |
| xor2_1 | 9 |
| nand3_1 | 6 |
| inv_1 | 5 |
| nor2_1 | 5 |
| nand2_1 | 5 |
| clkbuf_8 | 4 |
| dlygate4sd2_1 | 4 |
| buf_2 | 4 |
| inv_2 | 3 |
| conb_1 | 3 |
| nand3_2 | 2 |
| nand4_1 | 2 |
| and3_1 | 2 |
| nor2b_1 | 2 |
| fa_2 | 2 |
| nand4_4 | 1 |
| nor3_4 | 1 |
| nand4_2 | 1 |
| nor2_2 | 1 |
| nor4_2 | 1 |
| nor3_2 | 1 |
| nor3_1 | 1 |
| mux4_2 | 1 |
| and2_1 | 1 |
| fa_1 | 1 |
| ha_1 | 1 |
| ha_2 | 1 |
-- logic make-up (layout without fill, tap and decap cells) --
kind of cell	Yosys count	after routing	synth area share (%)
adder cells (fa/ha/maj)	5	5	8.25
buffers and inverters	23	37	13.8
XOR/XNOR	18	18	15.3
flip-flops	20	20	38.8
other	2	3	0.728
AND/OR/NAND/NOR	32	32	20.9
multiplexers	1	1	2.18
-- area by class of cell --
| type | instances | area, µm² | share of cell area, % |
|---|---|---|---|
| clock buffer | 4 | 55.1 | 4.26 |
| sequential | 20 | 400 | 30.9 |
| inverter | 8 | 30.0 | 2.32 |
| multi-input combinational | 59 | 499 | 38.6 |
| timing repair buffer | 25 | 225 | 17.4 |
| tap | 67 | 83.8 | 6.48 |
-- through the flow --
step                util, %  TNS, ns  setup WS [ns]
global route           27.4        0       0.000338
global placement       26.6    -1.54         -0.387
floorplan                 -        0          0.379
finish                 27.4        0          0.107
CTS                    27.4        0         0.0170
detailed placement     26.6    -1.85         -0.468
-- cells in the mapped netlist, drive strengths merged, types with 2 or more instances --
cell / n
nor2b: 2
fa: 3
nor2: 6
xor2: 9
nand2: 5
and3: 2
nand4: 4
dfxtp: 20
buf: 15
ha: 2
xnor2: 9
inv: 8
nor3: 3
nand3: 8
conb: 2
-- what timing repair did --
item,CTS,global route
pin swaps,3,2
resized,21,1
setup endpoints to repair,4,4
gates cloned,0,0
-- power by group --
part           leakage, nW  internal (mW)  switching [mW]
Clock               0.0288         0.0945          0.0645
Combinational        0.339         0.0238          0.0107
Sequential           0.161          0.215               0
Total                0.528          0.333          0.0753
-- layer usage --
metal	wire length, µm	vias to the layer above	part of all wire (%)
met5	0	-	0
met4	0	0	0
met3	118	0	7.2
met2	703	14	43
met1	817	264	50
li1	-	337	-
No activity file was given, so power comes from the tool's default toggle rates.
